## ./design.v

```verilog
`timescale 1ns / 1ps
module Clock_divider(clk_in, clk_out);
    input wire clk_in;    
    output reg clk_out=1'b0;   
    parameter DIVISOR = 4;   
    reg [6:0] counter = 7'd0;      
    always @(posedge clk_in) begin
        if (counter == (DIVISOR - 1)) begin
            counter <= 7'd0;       
            clk_out <= ~clk_out;    
        end
        else begin
            counter <= counter + 1;   
        end
    end
endmodule
```

## ./run.sh

```bash
#!/bin/bash
# OpenROAD 26Q1-2900-gdf79404cd8, Yosys 0.63+post, stock flow scripts
make -C /OpenROAD-flow-scripts/flow DESIGN_CONFIG=/design/flow/config.mk WORK_HOME=/design/flow/orfs finish
```

## ./config.mk

```make
export PLATFORM = sky130hd
export DESIGN_NAME = Clock_divider
export DESIGN_NICKNAME = Clock_divider
export VERILOG_FILES = /design/flow/design.v
export SDC_FILE = /design/flow/constraint.sdc
export NUM_CORES = 4
export LEC_CHECK = 1
export CORE_AREA = 10 10 70 70
export DIE_AREA = 0 0 80 80
```

## ./constraint.sdc

```tcl
current_design Clock_divider

set clk_period 1.9
set clk_io_pct 0.2

create_clock -name clk0 -period $clk_period [get_ports {clk_in}]

set non_clock_inputs [all_inputs -no_clocks]
set_input_delay [expr $clk_period * $clk_io_pct] -clock clk0 $non_clock_inputs
set_output_delay [expr $clk_period * $clk_io_pct] -clock clk0 [all_outputs]
```

==> ci_impl_report.md <==
## PnR job results

| Metric | Value |
|---|---|
| Area Growth Syn to Fin | `32.2%` |
| Slowest stage delay, CP | `460 ps` |
| Setup TNS | `0 ps` |
| Reg area | `170 um2` |
| F_max | `622 MHz` |
| VDD IR-drop max | `0.174 mV` |
| CP max-delay cell | `or4b_1` |
| Static Leak | `0.114 nW` |
| Worst hold endpoint | `counter[0]` |
| Die footprint | `6400 um2` |
| Main flop type | `dfxtp_1` |
| GR Overflow Total | `0` |
| Resized Gates After CTS | `0` |
| Synth Seq Share | `58.4%` |
| Vias in the first global route | `180` |
| Cycle use final | `84.7%` |
| Post-Synthesis Cell Area | `292 um2` |
| Tool warnings | `25` |
| Buffers added on ports | `1` |
| Slew margin rel. | `80.8%` |
| FP Util | `8.53%` |
| Core Region | `3420 um2` |
| Pwr dens | `797 nW/um2` |
| Worst-margin pin slew | `287 ps` |
| Startpoint types | `flop` |
| Routability cong. | `0.793` |
| Hold Path Class | `flop to flop` |
| Cell type with the largest total area | `dfxtp_1` |
| First-pass GRT wire length | `724 um` |
| Root buf cell | `clkbuf_4` |
| Count leader, synth | `dfxtp_1` |
| R2R depth | `3` |
| RR Endpoint | `clk_out` |
| Yosys stat chip area | `292 um2` |
| Vias per cell | `2.39` |
| Status | `finished, final reports clean` |
| Syn. warnings | `1` |
| Initial DRC count | `11` |
| RSZ-0062 raised after global routing | `false` |
| Final Skew | `15.6 ps` |
| Global-route total usage across every layer | `1.37%` |
| Die Ht | `80 um` |
| Distinct lib cells used | `11` |
| Max Fanout on Critical Path | `4` |
| Cell Chain, Critical Path | `ha_1 -> or4b_1 -> nor3_2` |
| Final Util | `11.3%` |
| Fin crit period | `1610 ps` |
| CTS hold repair buffers | `0` |
| Worst path bufs/invs | `0` |
| Syn Inst Count | `25` |
| Top cells by area | `dfxtp_1 48%, xnor2_1 15%, edfxtp_1 10%` |
| Hold Startpoint | `counter[0]` |
| ANT cells | `0` |
| List of most frequent post-synthesis cells | `7 x dfxtp_1, 5 x xnor2_1, 4 x nand3_1` |
| DP Worst Slack | `287 ps` |
| Vias | `182` |
| Final hold viol count | `0` |
| Max clock buf depth | `2` |
| CTS tree | `yes` |
| Postcts setup bufs | `0` |
| Wirelength per Cell | `4.87 um` |
| Synthesized area per cell | `11.7 um2` |
| Final WL | `370 um` |
| #FFs+latches synth | `8` |
| Site Rows | `21` |
| Clk sinks | `8` |
| Final WS setup | `291 ps` |
| H-tree Lvls | `1` |
| Yosys cell count | `25` |
| Ys async rst share | `0%` |
| Multi-input logic area | `118 um2` |
| Largest type area fraction | `48.1%` |
| Routed Antenna Nets | `0` |
| Top delay family on crit path | `simple AND/OR/NAND/NOR gates` |
| Hold path depth | `1` |
| Worst-path clk slew | `60 ps` |
| DR DRC count | `0` |
| DR pass1 iterations | `2` |
| # setup viols final | `0` |
| Largest net degree at the start of global routing | `6` |
| WP data required | `1840 ps` |
| Final Max Tran Viols | `0` |
| Antenna violations before repair | `0` |
| Share of cells above drive strength 1 | `16.7%` |
| Worst skew pair latency | `260 ps` |
| Width of the die | `80 um` |
| EDFF count, synth | `1` |
| Ports | `2` |
| Worst path arrival time | `1550 ps` |
| Reg2Reg Setup Slack | `290 ps` |
| Worst r2r src | `counter[0]` |
| Critical path class | `flop to flop` |
| Crit. End Element | `flop` |
| Fill cell count | `390` |
| # Max-Cap Violations | `0` |
| CTS buffer count | `3` |
## metrics by stage
stage | hold WS (ps) | total power [mW] | instances | instance area, um2
5_1_grt | 496 | 0.325 | 76 | 385
4_1_cts | 466 | 0.313 | 76 | 385
2_1_floorplan | 430 | 0.174 | 25 | 292
3_3_place_gp | 449 | 0.174 | 72 | 359
3_5_place_dp | 455 | 0.174 | 72 | 359
6_report | 462 | 0.307 | 76 | 385
## final cells by class
cell class / count / share of cell area (%)
clock buffer: 4 / 6.82
tap: 46 / 14.9
multi-input combinational: 16 / 30.5
inverter: 1 / 0.974
timing repair buffer: 1 / 2.60
sequential: 8 / 44.2
## logic make-up after synthesis
logic type / synth area share (%)
AND/OR/NAND/NOR: 21.0
XOR/XNOR: 15.0
buffers and inverters: 1.29
flip-flops: 58.4
adder cells (fa/ha/maj): 4.29
## flip-flops by register name (all words and copies together) (netlist names)
signal and flops:
counter 7, clk_out 1
## layer usage
metal,part of all wire (%),GRT usage [%]
met5,0,0
met4,0,0.352
met3,10,1.25
met2,39,1.77
met1,51,1.61
## cell usage in the layout, fill, tap and decap left out
master and instances:
dfxtp_1 7, xnor2_1 5, nand3_1 4, clkbuf_4 3, nor2_1 2, inv_1 1, or4b_1 1, nor3_2 1
nor2b_1 1, and3_2 1, ha_1 1, edfxtp_1 1, clkbuf_1 1, clkdlybuf4s50_1 1
## where the power goes
group          switching, mW  internal (mW)  leakage, nW
clock network         0.0561         0.0802       0.0150
registers                  0          0.171       0.0680
logic                      0              0       0.0315
## worst max-delay path by stage
| stage | from | to | slack [ps] | cells after the start |
|---|---|---|---|---|
| 4_1_cts | counter[0] | clk_out | 290 | 3 |
| 6_report | counter[0] | clk_out | 290 | 3 |
| 5_1_grt | counter[0] | clk_out | 210 | 3 |
Power figures rest on the tool's default switching activity, not on a simulated workload.
